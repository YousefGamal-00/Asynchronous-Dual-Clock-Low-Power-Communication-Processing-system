--- flow/config.mk ---
export PLATFORM = sky130hd
export DESIGN_NAME = ASYNC_FIFO_TOP
export DESIGN_NICKNAME = ASYNC_FIFO_TOP
export VERILOG_FILES = /design/flow/design.v
export SDC_FILE = /design/flow/constraint.sdc
export NUM_CORES = 4
export LEC_CHECK = 1
export CORE_UTILIZATION = 30
--- flow/constraint.sdc ---
current_design ASYNC_FIFO_TOP

set clk_period 2.6
set clk_io_pct 0.2

create_clock -name clk0 -period $clk_period [get_ports {R_CLK}]
create_clock -name clk1 -period $clk_period [get_ports {W_CLK}]

set non_clock_inputs [all_inputs -no_clocks]
set_input_delay [expr $clk_period * $clk_io_pct] -clock clk0 $non_clock_inputs
set_output_delay [expr $clk_period * $clk_io_pct] -clock clk0 [all_outputs]
--- flow/design.v ---
module ASYNC_FIFO_BIT_SYNC #(parameter B_WIDTH = 3 , STAGES= 2)
(
    input  wire              CLK   ,
    input  wire              RST   , 
    input  wire [B_WIDTH :0] ASYNC ,  
    output wire [B_WIDTH :0] SYNC     
);
reg [STAGES-1 :0] SYNC_reg [B_WIDTH :0];
integer j;
    always @(posedge CLK or negedge RST) 
    begin
        if(!RST)
            begin
                for (j =0 ; j<(B_WIDTH+1) ; j=j+1) 
                    begin
                        SYNC_reg[j] <= 'd0 ;
                    end
            end
        else 
            begin
                for (j =0 ; j<(B_WIDTH+1) ; j=j+1) 
                    begin
                        SYNC_reg[j] <= { SYNC_reg[j][STAGES-2:0]  , ASYNC[j]} ;
                    end
            end    
    end
    genvar i ;
    generate
        for (i = 0; i<(B_WIDTH+1) ; i=i+1) 
            begin
                assign SYNC[i] = SYNC_reg[i][STAGES-1] ;
            end
    endgenerate
endmodule
module ASYNC_FIFO_MEM #(parameter DATA_WIDTH = 8 , DEPTH = 8)
 (
    input wire                       W_CLK  ,   
    input wire                       W_RST  ,   
    input wire                       W_INC  ,   
    input wire                       W_FULL ,   
    input wire  [$clog2(DEPTH)-1 :0] w_addr ,   
    input wire  [$clog2(DEPTH)-1 :0] r_addr ,   
    input wire  [DATA_WIDTH-1 :0]    w_data ,   
    output wire [DATA_WIDTH-1 :0]    r_data    
 );
integer i ; 
wire W_CLKEN ; 
reg [DATA_WIDTH-1 :0] FIFO_MEM [DEPTH-1 :0] ;
assign W_CLKEN = !W_FULL & W_INC   ;
assign r_data = FIFO_MEM[r_addr] ;
always @(posedge W_CLK or negedge W_RST) 
begin
    if(!W_RST)
        begin
           for (i=0 ; i<DEPTH ; i=i+1) 
            begin
                FIFO_MEM[i] <= 'd0 ;
            end 
        end
    else if(W_CLKEN)
        begin
            FIFO_MEM[w_addr] <= w_data ; 
        end    
end
endmodule
module ASYNC_FIFO_RD #(parameter B_WIDTH = 3)
(
    input wire                  R_CLK   , 
    input wire                  R_RST   ,
    input wire                  R_INC   ,
    input wire  [B_WIDTH   : 0] G_wptr  ,  
    output reg  [B_WIDTH   : 0] G_rptr  ,  
    output wire [B_WIDTH-1 : 0] R_addr  ,  
    output wire                 R_EMPTY 
);
    reg  [B_WIDTH : 0] inter_addr  ; 
    wire [B_WIDTH : 0] COMB_G_rptr ; 
    assign R_addr = inter_addr[B_WIDTH-1 : 0] ;
    assign R_EMPTY = ( G_wptr == COMB_G_rptr ) ;
    assign COMB_G_rptr = inter_addr ^ (inter_addr >> 1) ;
    always @(posedge R_CLK or negedge R_RST)
    begin
        if(!R_RST)
            begin
                inter_addr <= 'd0 ;   
            end
        else if(R_INC && !R_EMPTY)   
            begin
                inter_addr <= inter_addr + 1'b1 ;   
            end
    end
    always @(posedge R_CLK or negedge R_RST)
    begin
        if(!R_RST)
            begin
                G_rptr <= 'd0 ;  
            end
        else  
            begin
                G_rptr <=  COMB_G_rptr ;  
            end
    end
endmodule
module ASYNC_FIFO_TOP #(parameter DATA_WIDTH = 8 , DEPTH = 8)
(
    input  wire                   W_CLK   ,  
    input  wire                   W_RST   ,  
    input  wire                   W_INC   ,  
    input  wire                   R_CLK   ,  
    input  wire                   R_RST   ,  
    input  wire                   R_INC   ,  
    input  wire [DATA_WIDTH-1 :0] WR_DATA ,  
    output wire [DATA_WIDTH-1 :0] RD_DATA ,  
    output wire                   FULL    ,  
    output wire                   EMPTY      
);
localparam Ptr_B_Width = $clog2(DEPTH) ;  
localparam NUM_STAGES  = 2 ;              
wire [Ptr_B_Width-1 :0] W_ADDRESS , R_ADDRESS ;  
wire [Ptr_B_Width   :0] A_G_w_ptr , A_G_R_ptr ;  
wire [Ptr_B_Width   :0] S_G_w_ptr , S_G_R_ptr ;  
ASYNC_FIFO_MEM #(.DATA_WIDTH(DATA_WIDTH), .DEPTH(DEPTH)) U_FIFO_MEM
 (
    .W_FULL(FULL)      ,  
    .W_CLK (W_CLK)     ,  
    .W_RST (W_RST)     ,  
    .W_INC (W_INC)     ,  
    .w_data(WR_DATA)   ,  
    .r_data(RD_DATA)   ,   
    .w_addr(W_ADDRESS) ,  
    .r_addr(R_ADDRESS) 
 );
ASYNC_FIFO_BIT_SYNC #(.B_WIDTH(Ptr_B_Width) , .STAGES(NUM_STAGES)) U_W2R_SYNC
(
    .CLK  (R_CLK)     ,
    .RST  (R_RST)     , 
    .ASYNC(A_G_w_ptr) , 
    .SYNC (S_G_w_ptr)   
);
ASYNC_FIFO_BIT_SYNC #(.B_WIDTH(Ptr_B_Width) , .STAGES(NUM_STAGES)) U_R2W_SYNC
(
    .CLK  (W_CLK)     ,
    .RST  (W_RST)     , 
    .ASYNC(A_G_R_ptr) , 
    .SYNC (S_G_R_ptr)   
);
ASYNC_FIFO_WR #(.B_WIDTH(Ptr_B_Width)) U_FIFO_WR 
(
    .W_CLK (W_CLK)     , 
    .W_RST (W_RST)     ,
    .W_INC (W_INC)     ,
    .G_rptr(S_G_R_ptr) , 
    .G_wptr(A_G_w_ptr) , 
    .W_addr(W_ADDRESS) , 
    .W_FULL(FULL) 
);
ASYNC_FIFO_RD #(.B_WIDTH(Ptr_B_Width)) U_FIFO_RD
(
    .R_CLK  (R_CLK)     , 
    .R_RST  (R_RST)     ,
    .R_INC  (R_INC)     ,
    .G_wptr (S_G_w_ptr) , 
    .G_rptr (A_G_R_ptr) , 
    .R_addr (R_ADDRESS) , 
    .R_EMPTY(EMPTY)  
);
endmodule
module ASYNC_FIFO_WR #(parameter B_WIDTH = 3)
(
    input wire                  W_CLK  , 
    input wire                  W_RST  ,
    input wire                  W_INC  ,
    input wire  [B_WIDTH   : 0] G_rptr ,  
    output reg  [B_WIDTH   : 0] G_wptr ,  
    output wire [B_WIDTH-1 : 0] W_addr ,  
    output wire                 W_FULL 
);
    wire [1:0]          High_2_bits ;   
    wire [B_WIDTH-2 :0] lower_bits  ;   
    reg  [B_WIDTH   :0] inter_addr  ;   
    wire [B_WIDTH   :0] COMB_G_wptr ;   
    assign High_2_bits = G_rptr[B_WIDTH : B_WIDTH-1] ;   
    assign lower_bits  = G_rptr[B_WIDTH-2 :0]        ;   
    assign W_FULL = ( COMB_G_wptr == {~High_2_bits , lower_bits} ) ;
    assign COMB_G_wptr = inter_addr ^ (inter_addr >> 1) ;
    assign W_addr = inter_addr[B_WIDTH-1 : 0] ;
    always @(posedge W_CLK or negedge W_RST)
    begin
        if(!W_RST)
            begin
                inter_addr <= 'd0 ;   
            end
        else if(W_INC && !W_FULL)   
            begin
                inter_addr <= inter_addr + 1'b1 ;   
            end
    end
    always @(posedge W_CLK or negedge W_RST)
    begin
        if(!W_RST)
            begin
                G_wptr <= 'd0 ;  
            end
        else 
            begin
                G_wptr <= COMB_G_wptr ; 
            end
    end
endmodule
--- flow/run.sh ---
#!/bin/bash
# OpenROAD 26Q1-2900-gdf79404cd8, Yosys 0.63+post, stock flow scripts
make -C /OpenROAD-flow-scripts/flow DESIGN_CONFIG=/design/flow/config.mk WORK_HOME=/design/flow/orfs finish
==> deck_impl_summary.md <==
Key Metrics from the Run

GRT
  • Initial antenna violation count: 0
  • Largest net degree at the start of global routing: 48
  • First-pass GRT wire length: 14700 um
  • Grt total ovfl: 0
  • Vias in the first global route: 2693
  • All-Layer GR Usage: 13.6%

Logic synthesis
  • Synth warn: 6
  • Yosys reg bits: 96
  • Biggest area cells: dfrtp_1 57%, mux2_2 12%, mux2_4 8.5%
  • Area leader, netlist: dfrtp_1
  • Post-synthesis mux area share: 22.0%
  • Ao+oa area frac: 6.90%
  • Synth unique cells: 33
  • Gate count of the mapped netlist: 283
  • Yosys simple share: 3.43%
  • Dominant comb cell: multiplexers
  • XOR-XNOR Cells, Area Fraction: 3.08%
  • FFs w/ async S/R, synth: 100%
  • Synth Seq Share: 56.8%
  • Synthesis area per yosys: 4230 um^2
  • Top-count cell post-synth: dfrtp_1
  • Fa+ha+maj area frac: 4.14%
  • Most used DFF post-synth: dfrtp_1
  • Most frequent cells after synthesis: 96 x dfrtp_1, 46 x mux2_2, 24 x mux2_4, 14 x a221oi_1, 14 x ha_1
  • Netlist Area Pre-Place: 4230 um^2
  • Top cell type's share of synthesized area: 56.8%
  • Yosys stat cell total: 283
  • Flip-flops with a built-in enable: 0
  • Mean Syn Cell Area: 14.9 um^2

Power and ir drop
  • Worst vdd ir: 0.460 mV
  • Switching share of power: 30.8%
  • P_sw: 0.00249 W
  • Leak Pwr: 2.42 nW
  • Share of power burned in registers: 34.1%
  • Clock Power Share: 19.3%
  • Pwr Density: 1460 nW/um^2
  • Pint: 0.00560 W
  • Gate power share: 46.5%

Layout
  • Max reg flops: 64
  • FILL cells: 1197
  • P&R area growth vs syn: 31.5%
  • Fraction of layout instances using a drive strength above 1: 51.4%

Placement
  • Buffers on Ports: 22
  • Dpl hpwl: 5620 um
  • Final Wtd Congestion: 0.813
  • Place WS: -0.129 ns

Die
  • Fp util: 30.6%
  • Die X-Extent: 121 um
  • Ports: 24
  • Die ar.: 14600 um^2
  • Core box area: 13800 um^2
  • Row cnt: 43
  • Die y size: 121 um

Job
  • Maximum Capacitance Violations: 0
  • Stage-log warning count: 36

Final timing
  • Rel. slew slack: 52.8%
  • Fin Hold WS: 0.137 ns
  • Clock skew: 0.00687 ns
  • RSZ-0062 raised after global routing: yes
  • Pins over their slew limit: 0
  • Final tally of setup violations: 1
  • Final setup margin: -0.0235 ns
  • Final Hold Viols: 0
  • Worst-margin pin slew: 0.705 ns

Critical path
  • CP Cell Sequence: ha_4 > ha_4 > buf_6 > buf_6 > a222oi_1 > o21ai_1 > mux2_4 > buf_2
  • Crit end category: output port
  • CP required: 2.08 ns
  • Crit path launch type: register
  • Slowest stage cell on the critical path: dfrtp_2
  • Critical path type: reg2out
  • Critical Path AT: 2.10 ns
  • Crit-path max FO: 4
  • Worst path max stage delay: 0.43 ns

Worst hold path
  • Hold Crit Class: in2async

Route
  • DRC viols: 0
  • # diodes: 0
  • DRT Pass-1 Iters: 4
  • Via density: 4.75
  • Routed len/inst: 16.7 um
  • Antenna violation net count after detailed routing: 0
  • Starting DRT DRC Count: 127
  • Total Wirelength: 8850 um
  • Vias: 2518

Clocking
  • CTS Hold Bufs: 0
  • Clock Pin Slew Worst Setup and Hold Paths: 0.06 ns
  • Clock Sinks: 96
  • CTS tree: yes

Run status
  • Failing checks: setup timing
  • Status: finished with violations
power by group through the flow:
stage | logic (W) | registers (W) | clock network, W
4_1_cts | 0.00350 | 0.00273 | 0.00161
5_1_grt | 0.00410 | 0.00286 | 0.00167
6_report | 0.00376 | 0.00276 | 0.00156
through the flow:
step                total power (W)  TNS, ns  utilization [%]  instance area [um^2]  cells
finish                      0.00809  -0.0235             40.2                  5560    530
CTS                         0.00784   -0.568             39.0                  5390    521
detailed placement          0.00568   -0.673             34.3                  4750    490
global route                0.00862   -0.417             40.2                  5560    530
global placement            0.00564   -0.644             34.3                  4750    490
floorplan                   0.00454        0                -                  4230    283
final cells by class:
class	count	area, um^2	area share [%]
Sequential cell	96	2410	43.3
Timing Repair Buffer	66	593	10.7
Multi-Input combinational cell	161	1910	34.4
Tap cell	180	225	4.05
Inverter	7	31.3	0.563
Clock inverter	5	56.3	1.01
Clock buffer	15	332	5.97
cell families after synthesis:
logic type | Yosys count
AND/OR/NAND/NOR | 23
multiplexers | 75
XOR/XNOR | 13
buffers and inverters | 26
adder cells (fa/ha/maj) | 14
flip-flops | 96
AND-OR/OR-AND | 36
critical path, delay by kind of cell, from the launching register on:
kind | cells | cell delay, ns
AOI/OAI and AO/OA | 2 | 0.47
DFF | 1 | 0.43
buffers and inverters | 3 | 0.33
adders and majority gates | 2 | 0.37
muxes | 1 | 0.27
worst paths after layout:
| check | start | end | slack, ns | cells past startpoint |
|---|---|---|---|---|
| worst max-delay path | U_FIFO_RD.inter_addr[1] | RD_DATA[3] | -0.02 | 8 |
| worst min-delay path | W_RST | U_FIFO_MEM.FIFO_MEM[0][4] | 0.14 | 1 |
| worst max register to register | U_FIFO_WR.inter_addr[0] | U_FIFO_MEM.FIFO_MEM[0][1] | 0.26 | 8 |
| worst min register to register | U_FIFO_RD.G_rptr[0] | U_R2W_SYNC.SYNC_reg[0][0] | 0.27 | 0 |
| max in group clk1 | U_FIFO_WR.inter_addr[0] | U_FIFO_MEM.FIFO_MEM[0][1] | 0.26 | 8 |
| max in group asynchronous | R_RST | U_FIFO_RD.inter_addr[2] | 1.40 | 1 |
| min in group clk1 | U_FIFO_RD.G_rptr[0] | U_R2W_SYNC.SYNC_reg[0][0] | 0.27 | 0 |
| min in group clk0 | U_W2R_SYNC.SYNC_reg[2][0] | U_W2R_SYNC.SYNC_reg[2][1] | 0.34 | 0 |
cell usage in the layout, fill, tap and decap left out, types with 2 or more instances in the layout:
cell,count
xnor2_2,2
ha_1,5
a221oi_4,2
mux2_2,43
buf_2,4
clkbuf_8,2
nor2_1,3
a222oi_1,8
a221oi_1,10
a221oi_2,2
o21ai_1,5
clkbuf_16,12
a21oi_1,3
buf_4,30
and3_2,2
xnor2_1,7
xor2_1,3
inv_1,5
clkbuf_2,3
a41oi_2,2
o21ai_0,2
buf_12,2
clkdlybuf4s50_1,13
mux2_4,29
ha_4,9
buf_6,12
dfrtp_2,4
and3_4,3
clkinv_2,2
mux2i_1,3
and2_4,3
dfrtp_1,92
nand2_1,4
per-layer routing:
metal	up-vias	wire [um]	GRT usage, %
met4	0	201	2.93
met1	1292	4140	20.2
met5	-	0	0
met3	15	408	3.23
li1	1158	-	-
met2	53	4100	20.8
what timing repair did:
action | 4_1_cts | 5_1_grt
setup endpoints to repair | 9 | 10
pin swaps | 14 | 17
buffers inserted | 11 | 11
gates resized | 62 | 25
Power figures rest on the tool's default switching activity, not on a simulated workload.
