$ cat flow/design.v
module RegFile #(parameter DEPTH = 16, WIDTH = 8)
(
    input  wire                      CLK      ,  
    input  wire                      RST      ,  
    input  wire [$clog2(DEPTH)-1:0]  Address  ,  
    input  wire                      WrEn     ,  
    input  wire                      RdEn     ,  
    input  wire [WIDTH-1:0]          WrData   ,  
    output reg  [WIDTH-1:0]          RdData   ,  
    output reg                       RdValid  ,  
    output wire [WIDTH-1:0]          REG0     ,  
    output wire [WIDTH-1:0]          REG1     ,  
    output wire [WIDTH-1:0]          REG2     ,  
    output wire [WIDTH-1:0]          REG3        
);
    integer i;
    reg [WIDTH-1:0] REG_FILE [DEPTH-1:0];
    assign REG0 = REG_FILE[0];
    assign REG1 = REG_FILE[1];
    assign REG2 = REG_FILE[2];
    assign REG3 = REG_FILE[3];
    always @(posedge CLK or negedge RST) 
    begin
        if (!RST) 
            begin
                RdData <= {WIDTH{1'b0}};          
                for (i = 0; i < DEPTH; i = i + 1) 
                begin
                    if      (i == 2) REG_FILE[i] <= 'b100000_0_1;  
                    else if (i == 3) REG_FILE[i] <= 'b0010_0000;  
                    else             REG_FILE[i] <= 'd0;           
                end
            end
        else if (WrEn && !RdEn) 
            begin
                REG_FILE[Address] <= WrData;      
            end
        else if (RdEn && !WrEn) 
            begin
                RdData <= REG_FILE[Address];      
            end
    end
    always @(posedge CLK or negedge RST) 
    begin
        if (!RST) 
            begin
                RdValid <= 1'b0;                  
            end 
        else if (RdEn && !WrEn)
            begin
                RdValid <= 1'b1;                  
            end    
        else 
            begin
                RdValid <= 1'b0;                  
            end    
    end
endmodule
$ cat flow/run.sh
#!/bin/bash
# OpenROAD 26Q1-2900-gdf79404cd8, Yosys 0.63+post, stock flow scripts
make -C /OpenROAD-flow-scripts/flow DESIGN_CONFIG=/design/flow/config.mk WORK_HOME=/design/flow/orfs finish
$ cat flow/config.mk
export PLATFORM = sky130hd
export DESIGN_NAME = RegFile
export DESIGN_NICKNAME = RegFile
export VERILOG_FILES = /design/flow/design.v
export SDC_FILE = /design/flow/constraint.sdc
export NUM_CORES = 4
export LEC_CHECK = 1
export CORE_UTILIZATION = 50
$ cat flow/constraint.sdc
current_design RegFile

set clk_period 1.5
set clk_io_pct 0.2

create_clock -name clk0 -period $clk_period [get_ports {CLK}]

set non_clock_inputs [all_inputs -no_clocks]
set_input_delay [expr $clk_period * $clk_io_pct] -clock clk0 $non_clock_inputs
set_output_delay [expr $clk_period * $clk_io_pct] -clock clk0 [all_outputs]
==> flow_metrics.py <==
# Synthesis and PnR figures
metrics = {
    "drt": {
        "routed_wirelength_mm": 17.4,
        "antenna_cells": 0,
        "ant_nets": 0,
        "dr.pass1.iters": 5,
        "drc": 0,
        "viasPerCell": 5.69,
        "vias": 4714,
        "drt_first_iter_violations": 314,
        "avgRoutedWirePerCell_um": 21.0,
    },
    "die": {
        "die_x_um": 113,
        "num_rows": 40,
        "core_sq_mm": 0.0121,
        "fp-utilization": 0.515,
        "ioPinCount": 57,
        "die_h_um": 113,
        "die-area_sq_mm": 0.0129,
    },
    "cells_and_area": {
        "mostFrequentLayoutCell": "dfrtp_1",
        "fillerInstances": 782,
        "post-route-util": 0.735,
        "syn_to_final_growth_pct": 42.7,
        "post_layout_nonfiller_instances": 829,
        "most-common-layout-cells": "134 x dfrtp_1, 116 x mux2_2, 100 x buf_4, 42 x dlygate4sd2_1, 28 x a22oi_1",
        "drive_above_1_share": 0.552,
    },
    "pwr": {
        "ir_drop_v": 0.00102,
        "p_per_area_mw_per_mm2": 1260,
        "power_leakage_nw": 4.08,
    },
    "setup_path": {
        "crit_type": "primary input to flop",
        "cp.arrival_ns": 1.76,
        "crit_required_ns": 1.79,
        "cpPeakStageDelay_ns": 0.24,
        "cp-end-kind": "flop",
        "ff2ff_path_depth": 5,
        "path_cells": "clkdlybuf4s15_2 > buf_6 > buf_4 > nor2b_1 > buf_4 > a22oi_1 > o22ai_2 > nor3_2 > a21oi_1",
        "crit_slowest_cell": "a22oi_1",
        "cp_max_fo": 7,
        "start_kind": "primary input",
        "cpMostUsedCell": "buf_4",
    },
    "final_timing": {
        "post-route-period-util": 0.976,
        "worstMarginPinSlew_ns": 0.435,
        "max-slew-margin-rel": 0.709,
        "layout_min_cycle_time_ns": 1.46,
        "slew_viol_final": 0,
        "fin_hold_ws_ns": -0.184,
        "setup_tns_ns": 0,
        "skew_ns": 0.00499,
        "grt_setup_unrepaired": "true",
        "fmax_mhz": 683,
        "hold_violations": 38,
        "setup_violations": 0,
    },
    "cts": {
        "htree_levels": 4,
        "cts_buffer_depth": 2,
        "cts_tree": "built",
        "path_clk_slew_ns": 0.06,
        "clock_sinks": 137,
        "clockRootBuffer": "clkbuf_16",
        "clk_latency_ns": 0.41,
        "numCtsBuffers": 17,
    },
    "synthesis": {
        "ys_area_sq_mm": 0.00621,
        "numSynthFlops": 137,
        "yosysSeqAreaShare": 0.552,
        "postSynth.asyncResetShare": 1.00,
        "avgSynthCellArea_sq_um": 12.7,
        "ys.flop_type": "dfrtp_1",
        "syn_inst": 489,
        "yosysWarnings": 2,
        "synth.distinct_cells": 36,
        "edf_count": 0,
        "synth_area_sq_mm": 0.00621,
        "yosysCellCount": 489,
    },
    "job": {
        "openroad.warnings": 30,
        "cap_violations": 0,
    },
    "global_route": {
        "antenna_found_initial": 0,
        "grt_pass1_vias": 4764,
        "grt_pass1_wl_mm": 27.7,
        "grt_max_degree": 45,
        "overflow": 0,
        "track_usage": 0.304,
    },
    "place": {
        "gp_congestion": 1.02,
        "hpwl_mm": 11.9,
        "portBuffers": 56,
        "dp_cells": 757,
    },
    "outcome": {
        "outcome": "finished with violations",
        "violations": "hold timing",
    },
    "hold_path": {
        "hp-class": "primary input to asynchronous set/reset pin",
    },
}
-- per-layer routing --
metal	GRT usage	share of wire
met3	0.0774	0.070
met1	0.496	0.47
met5	0	0
met2	0.444	0.45
met4	0.0439	0.015
-- sequential cells by signal, summed over array words and instances, names as in the netlist --
| name | count |
|---|---|
| REG_FILE | 128 |
| RdData | 8 |
| RdValid | 1 |
-- worst paths after layout --
path	startpoint	endpoint	slack (ns)
min reg2reg	REG_FILE[4][3]$_DFFE_PN0P_	REG_FILE[4][3]$_DFFE_PN0P_	0.50
max reg2reg	REG_FILE[13][2]$_DFFE_PN0P_	RdData[2]$_DFFE_PN0P_	0.04
max	Address[3]	RdData[2]$_DFFE_PN0P_	0.04
min	RST	REG_FILE[5][1]$_DFFE_PN0P_	-0.18
min in group clk0	REG_FILE[4][3]$_DFFE_PN0P_	REG_FILE[4][3]$_DFFE_PN0P_	0.50
max in group asynchronous	RST	REG_FILE[3][5]$_DFFE_PN1P_	1.08
-- logic make-up after synthesis --
family,synth area share
AND-OR/OR-AND,0.101
buffers and inverters,0.0240
flip-flops,0.552
multiplexers,0.242
AND/OR/NAND/NOR,0.0810
-- synth_stat cells (2+ instances only) --
master	instances	area share
mux2i_1	4	0.0064
nand3_1	8	0.0064
mux2_2	129	0.23
nor2_2	4	0.0040
nand2b_1	5	0.0050
nor2b_1	12	0.012
clkbuf_1	19	0.011
dfrtp_1	134	0.54
nand2_2	3	0.0030
buf_4	2	0.0024
or3_1	2	0.0020
buf_2	11	0.0089
dfstp_2	3	0.013
o21ai_0	2	0.0016
o22ai_1	28	0.028
a2111oi_0	6	0.0085
nor2_1	17	0.010
a22oi_1	41	0.050
a21oi_1	7	0.0056
nor3_1	9	0.0073
nand2_1	28	0.017
-- critical path: cells and delay by family --
family,cells,cell delay [ns]
compound gates,3,0.47
simple gates,2,0.30
buf+inv,4,0.69
-- timing repair --
action / in CTS / in global routing
pin swaps: 11 / 11
resized: 108 / 33
endpoints found under the hold margin: 38 / 38
buffers inserted: 40 / 0
gates cloned: 1 / 0
endpoints found under the setup margin: 176 / 45
-- area by class of cell --
cell class / instances / area (sq um) / share of cell area
repair buffers: 173 / 1520 / 0.172
multi-input cells: 318 / 3100 / 0.349
clock inverters: 15 / 176 / 0.0199
flip-flops and latches: 137 / 3430 / 0.387
clock buffers: 17 / 425 / 0.0480
well taps: 168 / 210 / 0.0237
inverters: 1 / 3.75 / 0.000423
-- power by group --
| group | switching [mW] | internal [mW] | leakage, nW |
|---|---|---|---|
| combinational | 0.850 | 1.34 | 2.06 |
| sequential | 0.415 | 4.41 | 1.74 |
| clock | 1.57 | 2.61 | 0.289 |
| total | 2.83 | 8.36 | 4.08 |
-- metrics by stage --
step	total power, mW	area [sq um]	setup WS, ns
after floorplan	5.75	6380	-0.134
after global placement	6.74	7640	-0.975
after detailed placement	6.78	7640	-1.01
after CTS	11.2	8720	0.000792
after global routing	11.7	8870	-0.0112
final	11.2	8870	0.0355
Power is estimated from default activity; no workload was simulated.
